===== design/flow/config.mk =====
export PLATFORM = sky130hd
export DESIGN_NAME = Asynchronous_FIFO
export DESIGN_NICKNAME = Asynchronous_FIFO
export VERILOG_FILES = /design/flow/design.v
export SDC_FILE = /design/flow/constraint.sdc
export NUM_CORES = 4
export LEC_CHECK = 1
export CORE_UTILIZATION = 40
export SYNTH_HDL_FRONTEND = slang

===== design/flow/run.sh =====
#!/bin/bash
# OpenROAD 26Q1-2900-gdf79404cd8, Yosys 0.63+post, stock flow scripts
make -C /OpenROAD-flow-scripts/flow DESIGN_CONFIG=/design/flow/config.mk WORK_HOME=/design/flow/orfs finish

===== design/flow/design.v =====
module Asynchronous_FIFO #(parameter DEPTH=8, DATA_WIDTH=6)
(wr_clk, rd_clk, rst_n, wr_en, rd_en, wr_ptr, rd_ptr, data_in, data_out, FULL, EMPTY);
parameter ptr_bits = $clog2(DEPTH);
reg [DATA_WIDTH-1:0] fifo [DEPTH-1:0];
input wr_clk, rd_clk, wr_en, rd_en, rst_n;
output reg [ptr_bits:0] wr_ptr, rd_ptr;  
input [DATA_WIDTH-1:0] data_in;
output reg [DATA_WIDTH-1:0] data_out;
output FULL, EMPTY;
wire [ptr_bits:0] rd_ptr_wrclk_gray, wr_ptr_gray, wr_ptr_rdclk_gray, rd_ptr_gray;
write_ckt #(DEPTH) write0 (rd_ptr_wrclk_gray, wr_ptr, wr_ptr_gray, FULL);
Synchronizer #(DEPTH) Sync_wr (rst_n, wr_ptr_gray, rd_clk, wr_ptr_rdclk_gray);
read_ckt #(DEPTH) read0 (wr_ptr_rdclk_gray, rd_ptr, rd_ptr_gray, EMPTY);
Synchronizer #(DEPTH) Sync_rd (rst_n, rd_ptr_gray, wr_clk, rd_ptr_wrclk_gray);
always@(posedge wr_clk, negedge rst_n)
	begin
		if (!rst_n)
				wr_ptr <= {ptr_bits+1{1'b0}};
		else if (wr_en && !FULL)
			begin
				fifo[wr_ptr[ptr_bits-1:0]] <= data_in;
				wr_ptr <= wr_ptr + 1'b1;
			end
	end
always@(posedge rd_clk, negedge rst_n)
	begin
		if (!rst_n)
			begin
				rd_ptr <= {ptr_bits+1{1'b0}};
				data_out <= {DATA_WIDTH{1'b0}};
			end
		else if (rd_en && !EMPTY)
			begin
				data_out <= fifo[rd_ptr[ptr_bits-1:0]];
				rd_ptr <= rd_ptr + 1'b1;
			end
	end
endmodule
module Binary2Gray #(parameter ptr_bits=4)(binary_in, gray_out);
input [ptr_bits-1:0] binary_in;
output [ptr_bits-1:0] gray_out;
assign gray_out[ptr_bits-1] = binary_in[ptr_bits-1];
genvar i;
generate
	for (i=ptr_bits-2; i>=0; i=i-1'b1) begin : binary2gray
		xorr x0 (binary_in[i], binary_in[i+1], gray_out[i]);
	end
endgenerate
endmodule
module Gray2Binary #(parameter ptr_bits=4)(gray_in, binary_out);
input [ptr_bits-1:0] gray_in;
output [ptr_bits-1:0] binary_out;
assign binary_out[ptr_bits-1] = gray_in[ptr_bits-1];
genvar i;
generate
	for (i=ptr_bits-2; i>=0; i=i-1'b1) begin: gray2binary
		xorr x1 (gray_in[i], binary_out[i+1], binary_out[i]);
	end
endgenerate
endmodule
module Synchronizer #(parameter DEPTH=8) (rst_n, data_in, clk_out, data_out);
parameter width = $clog2(DEPTH);
input rst_n, clk_out;
input [width:0] data_in;
output reg [width:0] data_out;
reg [width:0] data_1;
always@(posedge clk_out, negedge rst_n)
	begin
    if (!rst_n) begin
				data_1 <= {width+1'b1{1'b0}};
				data_out <= {width+1'b1{1'b0}};
		end
		else begin
				data_1 <= data_in;
				data_out <= data_1;
		end
	end
endmodule
module read_ckt #(parameter DEPTH=8)(wr_ptr_rdclk_gray, rd_ptr, rd_ptr_gray, EMPTY);
parameter ptr_bits = $clog2(DEPTH);
input [ptr_bits:0] wr_ptr_rdclk_gray, rd_ptr;
output [ptr_bits:0] rd_ptr_gray;
output EMPTY;
wire [ptr_bits:0] wr_ptr_rdclk;
Gray2Binary #(ptr_bits+1) G2B1 (.gray_in(wr_ptr_rdclk_gray), .binary_out(wr_ptr_rdclk));
Binary2Gray #(ptr_bits+1) B2G1 (.binary_in(rd_ptr), .gray_out(rd_ptr_gray));
assign EMPTY = ( wr_ptr_rdclk[ptr_bits:0] ==  rd_ptr[ptr_bits:0] );
endmodule
module write_ckt #(parameter DEPTH=8)(rd_ptr_wrclk_gray, wr_ptr, wr_ptr_gray, FULL);
parameter ptr_bits = $clog2(DEPTH);
input [ptr_bits:0] rd_ptr_wrclk_gray, wr_ptr;
output [ptr_bits:0] wr_ptr_gray;
output FULL;
wire [ptr_bits:0] rd_ptr_wrclk;
Gray2Binary #(ptr_bits+1) G2B0 (.gray_in(rd_ptr_wrclk_gray), .binary_out(rd_ptr_wrclk));
Binary2Gray #(ptr_bits+1) B2G0 (.binary_in(wr_ptr), .gray_out(wr_ptr_gray));
assign FULL = ( {!wr_ptr[ptr_bits], wr_ptr[ptr_bits-1:0]} ==  rd_ptr_wrclk[ptr_bits:0] );
endmodule
module xorr (input din1, din2, output dout);
assign dout = din1 ^ din2;
endmodule

===== design/flow/constraint.sdc =====
current_design Asynchronous_FIFO

set clk_period 5.1
set clk_io_pct 0.2

create_clock -name clk0 -period $clk_period [get_ports {rd_clk}]
create_clock -name clk1 -period $clk_period [get_ports {wr_clk}]

set non_clock_inputs [all_inputs -no_clocks]
set_input_delay [expr $clk_period * $clk_io_pct] -clock clk0 $non_clock_inputs
set_output_delay [expr $clk_period * $clk_io_pct] -clock clk0 [all_outputs]

==> run summary <==
setup TNS = 0 ps
Max Slew Vio Count = 0
DRT Pass-1 Iters = 4
post-CTS sizing = 0
Num Clock Sinks = 78
Commonest flop = edfxtp_1
Fin. Hold Viols = 0
tool warnings = 29
beginning of the critical path = rd_ptr[2]
cell count after synthesis = 176
PD cells = 618.7 nW/um^2
register area share after synthesis = 67.64%
Leakage = 1.447 nW
layout overhead on the synthesized area = 17.72%
width of the die = 92.01 um
critical path depth = 4
vias = 1,500
Top cell area share = 44.48%
worst min path class = reg2reg
dpl cells = 292
status = finished clean
layout cells sized above 1 = 19.52%
crit path to = EMPTY
CP endpoint kind = output pin
cell family with most CP delay = flip-flops
ys async rst share = 38.46%
largest net degree at the start of global routing = 33
post-DP HPWL = 3438 um
Yosys cell types = 26
num rows = 32
reg2reg end = data_out[0]
Synth flops = 78
Max FO, Critical Path = 17
total global routing overflow = 0
finished layout cell area = 3815 um^2
Worst Reg-to-Reg Cells = 4
total of max-cap violations = 0
RePlAce Congestion = 0.7611
syn_area_per_cell = 18.41 um^2
vias in the first global route = 1,527
wire per inst = 16.13 um
Yosys Instances = 176
Ports = 27
Rel. slew slack = 51.69%
buffers added on ports = 25
chip area = 8466 um^2
R2R setup slack = 2900 ps
Cell Chain, Critical Path = xnor2_1 > mux2i_1 > and3_1 > clkdlybuf4s50_1
crit-path max cell delay = 810 ps
Worst-Margin Slew = 724.6 ps
Core ar. = 7767 um^2
Max VDD drop = 310.7 uV
DRT Wirelength = 5032 um
Clock Skew = 6.681 ps
cell area after placement = 3522 um^2
diode count = 0
initial drt markers = 44
Clock transition at path regs = 70 ps
Crit path arrival time = 2390 ps
setup bufs post-CTS = 0
mapped cell area = 3241 um^2
total chip power = 2.360 mW
top cells by count, synth = 48 x edfxtp_1, 30 x dfrtp_1, 12 x mux2_2, 12 x xnor2_1, 10 x and3_1
first-pass GRT wire length = 7955 um
Worst setup SP type = flip-flop
vias per cell = 4.808
Synth area leader = edfxtp_1
unrepaired setup endpoints after global routing = false
# DRC = 0
count of hold-fix buffers inserted at cts = 0
CP max-delay cell = dfrtp_1
# setup viols final = 0
Crit Reg-Reg Startpoint = rd_ptr[2]
post-route ant nets = 0
yosys warns = 0
Non-Filler Instances = 312
Setup Crit Path Kind = reg2out
GRT Total Usage = 13.60%
initial antenna violation count = 0
most common cell in the synthesized netlist = edfxtp_1
CTS tree = done
Chip Area, Yosys = 3241 um^2
number of buffers and inverters on the critical path = 1
crit path DRT = 4080 ps
Die Ht = 92.01 um
Floorplan Utilization = 41.72%
Top cells by area = edfxtp_1 44%, dfrtp_1 23%, mux4_1 6.5%
count of library flops with an enable pin = 48
==> registers in the layout, summed over array words and instances (netlist names) <==
| register | flops |
|---|---|
| Sync_rd.data_out | 4 |
| rd_ptr | 4 |
| Sync_wr.data_out | 4 |
| wr_ptr | 4 |
| Sync_wr.data_1 | 4 |
| data_out | 6 |
| Sync_rd.data_1 | 4 |
| fifo | 48 |
==> cell families (layout without fill, tap and decap cells) <==
family / Yosys count / after routing / share of synthesized area, %
and+or+nand+nor: 20 / 20 / 3.552
adders and majority gates: 7 / 7 / 2.703
xor gates and xnor gates: 20 / 20 / 5.405
DFF: 78 / 78 / 67.64
AOI/OAI and AO/OA: 6 / 6 / 1.814
muxes: 28 / 28 / 14.98
buffers and inverters: 17 / 51 / 3.899
==> final cells by class <==
| type | count | area [um^2] |
|---|---|---|
| Clock buffer | 13 | 178.9 |
| Clock inverter | 7 | 113.9 |
| Fill cell | 632 | 3953 |
| Inverter | 4 | 15.01 |
| Multi-Input combinational cell | 81 | 922.1 |
| Sequential cell | 78 | 2192 |
| Tap cell | 102 | 127.6 |
| Timing Repair Buffer | 27 | 265.3 |
==> cell usage in the layout (no fill, tap or decap), drive strengths merged <==
master         synthesis  routed
bufinv                 0       3
xnor2                 12      12
edfxtp                48      48
and2                   1       1
buf                   12       2
nand2b                 2       2
nand3                  2       2
mux2                  14      14
clkdlybuf4s50          0      25
clkinvlp               0       1
inv                    4       5
ha                     7       7
a31oi                  6       6
nor2b                  1       1
mux2i                  2       2
dfrtp                 30      30
mux4                  12      12
or2                    1       1
xor2                   8       8
and3                  10      10
nand2                  3       3
clkbuf                 1      13
clkinv                 0       2
==> metal layers <==
metal / part of all wire [%] / vias to the layer above / track usage (%)
met4: 1.7 / 0 / 2.344
met2: 48 / 47 / 19.96
met3: 6.8 / 11 / 5.738
met5: 0 / - / 0
li1: - / 716 / -
met1: 44 / 726 / 20.85
==> how the worst min path moves through the flow <==
stage	endpoint	slack, ps	start	depth (start not counted)
4_1_cts	Sync_wr.data_out[3]	350	Sync_wr.data_1[3]	0
6_report	Sync_wr.data_out[3]	350	Sync_wr.data_1[3]	0
5_1_grt	Sync_wr.data_out[0]	360	Sync_wr.data_1[0]	0
==> metrics by stage <==
stage	setup slack, ps	hold WS (ps)	utilization, %
after floorplan	2828	331.2	-
after global placement	2001	335.3	45.34
after detailed placement	1943	335.5	45.34
after CTS	1650	350.7	49.11
after global routing	1555	359.2	49.11
final	1690	350.1	49.11
==> worst reg2reg max path, delay by kind of cell (launching register included) <==
kind           cells  cell delay [ps]
flip-flops         1              810
XOR/XNOR           1              210
multiplexers       2              800
AND-OR/OR-AND      1              270
==> power by group <==
group	internal, mW	leakage (nW)	switching (mW)
combinational	0.449	0.519	0.322
clock	0.391	0.144	0.224
sequential	0.833	0.784	0.141
Power figures rest on the tool's default switching activity, not on a simulated workload.
